[flow/config.mk]
export PLATFORM = sky130hd
export DESIGN_NAME = part5
export DESIGN_NICKNAME = part5
export VERILOG_FILES = /design/flow/design.v
export SDC_FILE = /design/flow/constraint.sdc
export NUM_CORES = 4
export LEC_CHECK = 1
export CORE_AREA = 10 10 70 70
export DIE_AREA = 0 0 80 80
[flow/constraint.sdc]
current_design part5

set clk_period 1.7
set clk_io_pct 0.2

create_clock -name clk0 -period $clk_period

set non_clock_inputs [all_inputs -no_clocks]
set_input_delay [expr $clk_period * $clk_io_pct] -clock clk0 $non_clock_inputs
set_output_delay [expr $clk_period * $clk_io_pct] -clock clk0 [all_outputs]
[flow/design.v]
module part5(SW, LEDR, HEX3, HEX2, HEX1, HEX0);
	input [9:0] SW;
	output [9:0] LEDR;
	output [6:0] HEX3, HEX2, HEX1, HEX0;
	wire [1:0] out1, out2, out3, out4;
	mux_2bit_4to1 OUT1(SW[9:8],SW[7:6],SW[5:4],SW[3:2],SW[1:0], out1);
	mux_2bit_4to1 OUT2(SW[9:8],SW[5:4],SW[3:2],SW[1:0],SW[7:6], out2);
	mux_2bit_4to1 OUT3(SW[9:8],SW[3:2],SW[1:0],SW[7:6],SW[5:4], out3);
	mux_2bit_4to1 OUT4(SW[9:8],SW[1:0],SW[7:6],SW[5:4],SW[3:2], out4);
	char_7seg h3(out1, HEX3);
	char_7seg h2(out2, HEX2);
	char_7seg h1(out3, HEX1);
	char_7seg h0(out4, HEX0);
	assign LEDR = SW;
endmodule
module mux_2bit_4to1(S, X, Y, Z, T, OUT);
	input [1:0] S, X, Y, Z, T;
	output [1:0] OUT;
	assign OUT = (S == 2'b00) ? X:
				 (S == 2'b01) ? Y:
				 (S == 2'b10) ? Z: T;
endmodule
module char_7seg(C, Display);
	input [1:0] C;
	output [6:0] Display;
	assign Display = (C == 2'b00) ? 7'b0001001:     
					 (C == 2'b01) ? 7'b0000110:     
					 (C == 2'b10) ? 7'b1111001: 7'b1000000;
endmodule
[flow/run.sh]
#!/bin/bash
# OpenROAD 26Q1-2900-gdf79404cd8, Yosys 0.63+post, stock flow scripts
make -C /OpenROAD-flow-scripts/flow DESIGN_CONFIG=/design/flow/config.mk WORK_HOME=/design/flow/orfs finish
==> GITHUB_STEP_SUMMARY <==
### Yosys + OpenROAD results

| Metric | Value |
|---|---|
| Final period util | 0.997 |
| Global-route met2 utilization | 0.0939 |
| Tot GR Track Use | 0.0511 |
| Met3 usage | 0.0250 |
| Hold Path End | HEX1[2] |
| Total Die Area | 6400 um2 |
| Log Warnings | 34 |
| Post-place setup slack | -895 ps |
| Worst setup path startpoint | SW[8] |
| Status | finished clean |
| Power Density | 322 nW/um2 |
| Slew Viols, Final | 0 |
| Ratio of cells with drive above 1 in the final layout | 0.728 |
| Placed Instances | 118 |
| WL per Instance | 13.7 um |
| HP Class | in2out |
| Final Hold Fails | 0 |
| Flops | 0 |
| Period minus WS final | 1700 ps |
| Final Instance Count excl. Fillers | 127 |
| Pin count of the biggest net entering global routing | 8 |
| Worst setup margin | 4.86 ps |
| WL final | 1740 um |
| Final instance area | 871 um2 |
| DP Area | 838 um2 |
| Gpl congestion | 0.747 |
| DR vias/cell | 3.53 |
| I/O Pins | 48 |
| Max Cap Viol | 0 |
| First-pass GRT wire length | 2630 um |
| P&R area growth vs syn | 101% |
| Worst Tran Pin Value | 122 ps |
| Seq/Total Area, Yosys | 0 |
| Core Rows | 21 |
| GR Layer Usage met1 | 0.0544 |
| Core area | 3420 um2 |
| Post-DRT Antenna Nets | 0 |
| Startpoint types | input port |
| Number of cells in Yosys stat | 44 |
| Most Used Layer, Global Route | met2 |
| CP Capture Type | output pin |
| CP Max Fanout | 7 |
| Post-Synthesis Cell Area | 433 um2 |
| Cell Type Count | 5 |
| Die height | 80 um |
| Port Buffers | 48 |
| Die width | 80 um |
| RSZ-0062 raised after global routing | yes |
| Antenna violations before repair | 0 |
| Ant diodes | 0 |
| Area reported by Yosys stat | 433 um2 |
| Worst Path Arrival | 1360 ps |
| Worst EP required | 1360 ps |
| Total gr overflow | 0 |
| Filler cells | 380 |
| Synth Instances | 44 |
| Power Total | 280 uW |
| Final Setup Violations | 0 |
| First-iteration detailed-routing DRC count | 8 |
| Hold path depth | 4 |
| Synthesis Warnings | 0 |
| Static Leakage | 0.429 nW |
| # clk buffers | 0 |
| Drt drc | 0 |
| Max-slew headroom | 0.919 |
| Via count | 448 |
| Setup TNS Final | 0 ps |
| Reg area | 0 um2 |
| Vias in the first global route | 493 |
| Hold Crit Start | SW[8] |
| Maximum VDD drop | 79.8 uV |
| Category of the critical setup timing path | in2out |
| Post-CTS Hold Buffers | 0 |
| Avg Inst Size Synth | 9.84 um2 |
| DP Wirelength | 1520 um |
| TritonRoute pass-1 iters | 3 |
| Max Freq | 590 MHz |
| Core Util at FP | 0.127 |
[cells in the final DEF, fill, tap and decap left out]
cell             count
nor2b_2              1
clkdlybuf4s50_1     10
clkbuf_2             2
buf_6               10
inv_2                4
buf_4                8
nor2b_4              7
buf_12               2
dlygate4sd2_1       12
buf_2               17
mux4_2               8
[cell families (layout without fill, tap and decap cells)]
kind of cell	count (synthesis)	after routing	synth area share
buffers and inverters	28	65	0.468
muxes	8	8	0.416
and+or+nand+nor	8	8	0.116
[worst max-delay path by stage]
stage	to	slack [ps]	depth (start not counted)
final	HEX2[0]	5	5
after global routing	HEX2[3]	-40	5
after CTS	HEX2[4]	-90	5
[worst max-delay path: stages]
cell	delay (ps)
buf_12	100
mux4_2	530
buf_4	150
inv_2	40
dlygate4sd2_1	200
[through the flow]
stage | utilization | hold slack, ps
2_1_floorplan | - | 746
3_3_place_gp | 0.245 | 1590
3_5_place_dp | 0.245 | 1600
4_1_cts | 0.248 | 1210
5_1_grt | 0.255 | 1220
6_report | 0.255 | 1200
[metal layers]
metal	vias up	wire (um)
met5	-	0
met4	0	0
met3	0	233
met2	25	913
met1	218	594
li1	205	-
[cells in the mapped netlist]
cell type   n  area share
inv_1       4       0.035
buf_4      22        0.38
nor2b_1     8        0.12
mux4_2      8        0.42
buf_6       2       0.052
[where the power goes]
part	internal, mW	total, mW	switching [mW]
Combinational	0.194	0.280	0.0867
Sequential	0	0	0
Clock	0	0	0
Total	0.194	0.280	0.0867
[final cells by class]
type	instances	area, um2	area share
well taps	46	57.6	0.0661
multi-input cells	16	285	0.328
repair buffers	61	513	0.589
inverters	4	15.0	0.0172
[repair_timing]
| item | in CTS | in global routing |
|---|---|---|
| setup buffers | 10 | 1 |
| gates resized | 132 | 9 |
| endpoints found under the setup margin | 38 | 15 |
| cloned | 0 | 0 |
No activity file was given, so power comes from the tool's default toggle rates.
