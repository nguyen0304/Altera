===== flow/run.sh =====
#!/bin/bash
# OpenROAD 26Q1-2900-gdf79404cd8, Yosys 0.63+post, stock flow scripts
make -C /OpenROAD-flow-scripts/flow DESIGN_CONFIG=/design/flow/config.mk WORK_HOME=/design/flow/orfs finish

===== flow/config.mk =====
export PLATFORM = sky130hd
export DESIGN_NAME = two_digit_b2d_display
export DESIGN_NICKNAME = two_digit_b2d_display
export VERILOG_FILES = /design/flow/design.v
export SDC_FILE = /design/flow/constraint.sdc
export NUM_CORES = 4
export LEC_CHECK = 1
export CORE_AREA = 10 10 95 95
export DIE_AREA = 0 0 105 105

===== flow/constraint.sdc =====
current_design two_digit_b2d_display

set clk_period 5.8
set clk_io_pct 0.2

create_clock -name clk0 -period $clk_period

set non_clock_inputs [all_inputs -no_clocks]
set_input_delay [expr $clk_period * $clk_io_pct] -clock clk0 $non_clock_inputs
set_output_delay [expr $clk_period * $clk_io_pct] -clock clk0 [all_outputs]

===== flow/design.v =====
module b2d_display(in_4b, HEX);
	input [3:0] in_4b;
	output reg [6:0] HEX;
	always @(in_4b)
		case(in_4b)
			4'b0000:HEX=7'b0000001;
			4'b0001:HEX=7'b1001111;
			4'b0010:HEX=7'b0010010;
			4'b0011:HEX=7'b0000110;
			4'b0100:HEX=7'b1001100;
			4'b0101:HEX=7'b0100100;
			4'b0110:HEX=7'b0100000;
			4'b0111:HEX=7'b0001111;
			4'b1000:HEX=7'b0000000;
			4'b1001:HEX=7'b0001100;
		endcase
endmodule
module two_digit_b2d_display(in, hex1, hex0);
	input [6:0] in;
	output [6:0] hex1, hex0;
	wire [3:0] don_vi, chuc;
	assign don_vi = in%10;
	assign chuc = (in - don_vi)/10;
	b2d_display h1 (chuc, hex1);
	b2d_display h0 (don_vi, hex0);
endmodule

==> results.py <==
# Generated from Yosys and OpenROAD reports
metrics = {
    "run_status": {
        "outcome": "complete, no violations",
    },
    "power_and_ir_drop": {
        "power_density_mw_per_mm2": 234,
        "p_leak_nw": 0.684,
        "peakVddDrop_uv": 73.2,
    },
    "grt": {
        "grt_util_met3": 0.00683,
        "use_met2": 0.105,
        "track_usage": 0.0630,
        "grt_antenna_before_repair": 0,
        "grt.overflow.total": 0,
        "grt_pass1_vias": 1391,
        "grt_pass1_wl_mm": 6.35,
        "grt_max_degree": 21,
        "gr-max-usage-layer": "met2",
        "grtUsageMet1": 0.0897,
    },
    "timing": {
        "finalSetupViolCount": 0,
        "finalMaxSlewViolations": 0,
        "worst_pin_slew_ps": 790,
        "rsz0062_at_grt": "no",
        "untimed_endpoints": 28,
        "slew_headroom": 0.472,
        "fmax_mhz": 130,
        "unclocked_regs": 14,
        "setup_tns_ps": 0,
        "finalHoldViolCount": 0,
    },
    "synthesis": {
        "top_cell_area_share": 0.129,
        "synth_cells": 214,
        "synth_warnings": 1,
        "synth-main-ff-cell": "dlxtn_1",
        "ys_ff": 14,
        "edf_count": 0,
        "compound_area_frac": 0.387,
        "synth.avg_cell_area_um2": 7.62,
        "netlist_area_mm2": 0.00163,
        "synth.distinct_cells": 69,
        "topCellsByArea": "dlxtn_1 (13%), o21ai_0 (5.2%), a21oi_1 (4.3%), ha_1 (3.8%), nand2_1 (3.5%)",
        "yosys_area_mm2": 0.00163,
        "yosys.area_share.xor_xnor": 0.0644,
        "synthArstFlopShare": 0,
        "fa_ha_area_frac": 0.0445,
        "ys_cells": 214,
        "ys_sh_mux": 0.0445,
        "synth_top_cell_by_area": "dlxtn_1",
        "netlist_logic_family_top": "AND-OR/OR-AND gates",
        "simple_gate_area_frac": 0.273,
    },
    "routing": {
        "via_per_inst": 4.88,
        "n_antenna_cell": 0,
        "num_vias": 1563,
        "drc": 0,
        "postRouteAntennaNets": 0,
        "wl_per_cell_um": 11.5,
        "drt_iter0_markers": 96,
        "firstDrtPassIters": 4,
        "drt-total-wl_mm": 3.67,
    },
    "die": {
        "chip_area_mm2": 0.0110,
        "die_x_um": 105,
        "num_rows": 30,
        "die_h_um": 105,
        "ios": 21,
        "core_area_mm2": 0.00691,
        "fp_util": 0.236,
    },
    "run": {
        "openroad.warnings": 34,
        "maxCapViolCount": 0,
    },
    "layout": {
        "area_growth_pct": 16.9,
        "drive_above_1_share": 0.112,
        "fillers": 778,
    },
    "clock_network": {
        "cts_hold_buffers": 0,
        "cts-resized-gates": 0,
        "post_cts_buffers": 0,
    },
    "placed_design": {
        "gp_congestion": 0.833,
        "portBuffers": 21,
        "hpwl_mm": 2.91,
    },
}
layout by cell type (no fill, tap or decap), drive strengths merged, types with 2 or more instances in the layout:
cell / synthesis / layout
clkdlybuf4s50: 0 / 21
o21ai: 20 / 20
nand2: 16 / 16
a21oi: 16 / 16
dlxtn: 14 / 14
nor2: 13 / 13
inv: 10 / 10
nand3: 10 / 10
xnor2: 7 / 7
nor2b: 6 / 6
a21o: 5 / 5
mux2i: 5 / 5
o211ai: 5 / 5
ha: 5 / 5
nand2b: 5 / 5
nor3: 4 / 4
o22ai: 4 / 4
a211oi: 4 / 4
nor3b: 3 / 3
o221ai: 3 / 3
o2bb2ai: 3 / 3
and2: 3 / 3
a31oi: 3 / 3
nor4b: 3 / 3
o31ai: 3 / 3
mux2: 2 / 2
a22oi: 2 / 2
a221o: 2 / 2
and4: 2 / 2
o21a: 2 / 2
xor2: 2 / 2
and3: 2 / 2
or4: 2 / 2
nor4: 2 / 2
cells by family after synthesis:
| group | after synthesis |
|---|---|
| AND-OR/OR-AND | 81 |
| latches | 14 |
| adder cells (fa/ha/maj) | 6 |
| buffers and inverters | 22 |
| XOR/XNOR | 9 |
| AND/OR/NAND/NOR | 75 |
| multiplexers | 7 |
registers in the layout (all words and copies together) (netlist names):
register and cells:
h0.HEX 7, h1.HEX 7
area by class of cell:
class                           count  area (µm²)  area share
Multi-Input combinational cell    178        1330       0.695
Tap cell                           96         120      0.0630
Timing Repair Buffer               21         210       0.110
Inverter                           11        41.3      0.0216
Sequential cell                    14         210       0.110
power by group:
group | internal (mW) | switching (mW) | leakage (nW)
Clock | 0 | 0 | 0
Combinational | 0.175 | 0.234 | 0.573
Sequential | 0.0342 | 0.00191 | 0.111
Total | 0.210 | 0.236 | 0.684
synthesized netlist by cell type (2+ instances only):
cell and count:
mux2_2 2, nand2b_1 4, o21ai_0 17, nor4b_1 2, nor3b_1 3, buf_2 3, o21a_1 2, xor2_1 2
and2_1 3, a211oi_2 2, xnor2_1 5, inv_1 10, o21ai_1 3, a21o_1 5, a221o_1 2, o22ai_1 3
a31oi_1 2, nor2b_1 6, dlxtn_1 14, ha_1 5, clkbuf_1 6, a21oi_1 14, o2bb2ai_1 3, o31ai_4 2
nand2_1 15, o221ai_1 3, and4_1 2, o211ai_1 5, nor3_1 4, nor2_1 12, nand3_1 10, mux2i_1 5
a22oi_1 2
layer usage:
layer | wire length, µm | part of all wire
met3 | 126 | 0.034
met2 | 1690 | 0.46
met1 | 1850 | 0.50
met4 | 0 | 0
met5 | 0 | 0
metrics by stage:
step,power (mW),utilization,area [µm²],instances
final,0.446,0.276,1910,320
after global routing,0.498,0.276,1910,320
after CTS,0.450,0.276,1910,320
after detailed placement,0.449,0.276,1910,320
after global placement,0.447,0.276,1910,320
after floorplan,0.372,-,1630,214
Power figures rest on the tool's default switching activity, not on a simulated workload.
