**flow/config.mk**
```make
export PLATFORM = sky130hd
export DESIGN_NAME = multiplier
export DESIGN_NICKNAME = multiplier
export VERILOG_FILES = /design/flow/design.v
export SDC_FILE = /design/flow/constraint.sdc
export NUM_CORES = 4
export LEC_CHECK = 1
export CORE_AREA = 10 10 70 70
export DIE_AREA = 0 0 80 80
```
**flow/constraint.sdc**
```tcl
current_design multiplier

set clk_period 4.5
set clk_io_pct 0.2

create_clock -name clk0 -period $clk_period

set non_clock_inputs [all_inputs -no_clocks]
set_input_delay [expr $clk_period * $clk_io_pct] -clock clk0 $non_clock_inputs
set_output_delay [expr $clk_period * $clk_io_pct] -clock clk0 [all_outputs]
```
**flow/design.v**
```verilog
module full_adder(a,b,c_in, c_out, sum);
	parameter n = 4;
	input [n-1:0] a, b;
	input c_in;
	output reg c_out;
	output reg [n-1:0] sum;
	always @(*) 
	begin
		{c_out, sum} = a + b + c_in;
	end
endmodule
module multiplier (A, B, P);
	input [3:0] A, B;
	output [7:0] P;
	wire c_out_00, c_out_01, c_out_02, c_out_03;
	wire s01, s02, s03;
	wire c_out_10, c_out_11, c_out_12, c_out_13;
	wire s11, s12, s13;	
	wire c_out_30, c_out_31, c_out_32, c_out_33;
	assign P[0] = A[0]&B[0];
	full_adder FA0 (B[0]&A[1], A[0]&B[1], 0, c_out_00, P[1]);
	defparam FA0.n = 1;
	full_adder FA1 (B[0]&A[2], A[1]&B[1], c_out_00, c_out_01, s01);
	defparam FA1.n = 1;
	full_adder FA2 (B[0]&A[3], A[2]&B[1], c_out_01, c_out_02, s02);
	defparam FA2.n = 1;	
	full_adder FA3 (0, A[3]&B[1], 0, c_out_03, s03);
	defparam FA3.n = 1;
	full_adder FA4 (s01, B[2]&A[0], 0, c_out_10, P[2]);
	defparam FA4.n = 1;
	full_adder FA5 (s02, B[2]&A[1], c_out_10, c_out_11, s11);
	defparam FA5.n = 1;	
	full_adder FA6 (s03, B[2]&A[2], c_out_11, c_out_12, s12);
	defparam FA6.n = 1;	
	full_adder FA7 (c_out_03, B[2]&A[3], c_out_12, c_out_13, s13);
	defparam FA7.n = 1;	
	full_adder FA8 (s11, B[3]&A[0], 0, c_out_30, P[3]);
	defparam FA8.n = 1;
	full_adder FA9 (s12, B[3]&A[1], c_out_30, c_out_31, P[4]);
	defparam FA9.n = 1;
	full_adder FA10 (s13, B[3]&A[2], c_out_31, c_out_32, P[5]);
	defparam FA10.n = 1;
	full_adder FA11 (c_out_13, B[3]&A[3], c_out_32, c_out_33, P[6]);
	defparam FA11.n = 1;
	assign P[7] = c_out_33;	
endmodule	
```
**flow/run.sh**
```bash
#!/bin/bash
# OpenROAD 26Q1-2900-gdf79404cd8, Yosys 0.63+post, stock flow scripts
make -C /OpenROAD-flow-scripts/flow DESIGN_CONFIG=/design/flow/config.mk WORK_HOME=/design/flow/orfs finish
```
==> results.txt <==
Summary of the current implementation state.

- The type of origin of the critical path is an input pin, for reference.
- The die extent in x is 80 um, for reference.
- The vias per cell is 2.709, for reference.
- Once iteration 0 of detailed routing completed, the report listed 0 DRC markers.
- The DRC violation total left in the routed layout is recorded as 0.
- The core footprint is 3416 um2, for reference.
- Setup repair after global routing could not meet its margin everywhere.
- The worst path uses 108.2% of the clock period.
- The Yosys chip area is 367.9 um2, for reference.
- The final report lists the setup-violating endpoint count as 3.
- The layout has 0 clock buffers.
- The fmax is 0.2055 GHz, for reference.
- Cell internal power was estimated by the tool at 40.82 uW.
- The sequential-to-total area share from yosys stat is 0%, for reference.
- The overall track demand over capacity in global routing is 2.538%, for reference.
- The count of input and output buffers is 16, for reference.
- OpenROAD emitted warnings numbering 35.
- The die area is 6400 um2, for reference.
- According to the dpl log, the detail-placed design has an HPWL of 745.6 um.
- The OpenROAD report gives the critical path a data arrival time of 3.97 ns.
- The logic gate share of total power is 100.0%, for reference.
- The initial antenna violation count is 0, for reference.
- The worst-case setup margin in the final layout is -0.3671 ns, for reference.
- Wires add up to 765 um.
- The final hold violation count is 0, for reference.
- Dividing total power by cell area gives a power density of 108.0 nW/um2.
- Summed over all layers, the global routing overflow is 0.
- The area share of the leading cell type in the synthesized netlist is 32.65%, for reference.
- The share of power burned in registers is 0%, for reference.
- The switching portion of total power comes to 36.38%.
- The clock share of power is 0%, for reference.
- The number of antenna repair diodes is 0, for reference.
- The static leakage is 0.2766 nW, for reference.
- Hold timing on the final database bottoms out at a slack of 2.364 ns.
- The relative area change from synthesis to final layout is 61.56%, for reference.
- The max-cap check violation count is 0, for reference.
- The final RePlAce weighted congestion is 0.7276, for reference.
- Before any placement, the netlist area is recorded as 367.9 um2.
- 16 I/O pins were placed.
- The type of destination of the critical path is an output pin, for reference.
- The critical path endpoint has a required time of 3.60 ns.
- The number of hold buffers added after CTS was 0.
- The synthesized design spends more area on one cell type than any other, namely fa_1.
- The pre-CTS worst setup slack is -1.135 ns, for reference.
- Per the post-route antenna check, the number of violating nets is 0.
- The worst-margin pin slew is 0.1299 ns, for reference.
- The final reports fail on setup timing.
- The floorplan has 21 rows.
- Synthesis produced 43 cells.
- The worst hold path belongs to the class input pin to output pin.
- TritonRoute output was used to compute an average wire per cell of 7.427 um.
- Per the detail_route report, the via count comes to 279.
- The y dimension of the die is 80 um, for reference.
- The shortest period the worst path allows is 4.867 ns, for reference.
- The layout filler cell count is 388, for reference.
- Looking at the setup timing report, the critical path kind is input pin to output pin.
- Yosys stat counts 43 cells in the synthesized netlist.
- The via count of the first global-routing pass is 274, for reference.
- The area taken by flip-flops and latches is 0 um2, for reference.
- The number of distinct standard cells referenced by the synthesized netlist is 8, for reference.
- The synthesis report lists the most area-consuming cells as fa_1, buf_4, and2_1.
- The final report lists a non-filler cell total of 103.
- The run finished, with violations left.
- Each instance of the synthesized netlist takes up on average 8.555 um2.
- Per the final layout report, the fraction of cells sized above drive strength 1 comes to 52.63%.
- The first global-routing pass estimated 1324 um of wire.
- For this run, the detailed router's first-pass iteration total came to 1.
- For this configuration, the core starts out at a cell density of 10.77%.
- The max-slew violation count is 0, for reference.
- The number of placed instances, taps included, is 102.
- The maximum fanout along the worst path is 2, for reference.
- The worst pin sits at a relative slew slack of 91.31%.
- VDD sags by at most 0.02978 mV.
- The switching power summed over all nets is 23.34 uW, for reference.
- For this run, the number of Yosys warnings is 6.
- Entering global routing, the biggest net connects 5 pins.
- The number of sequential cells reported for the layout is 0.
cells in the final DEF, fill, tap and decap left out:
master / n
buf_6: 4
nand2_1: 4
ha_4: 1
clkdlybuf4s50_1: 7
buf_2: 3
ha_1: 2
nand2_4: 1
fa_1: 2
inv_2: 6
clkdlybuf4s15_1: 1
fa_2: 4
and2_1: 7
and2_2: 1
xor3_1: 1
clkbuf_2: 1
inv_1: 3
ha_2: 1
and2_4: 2
buf_4: 5
nand2_2: 1
cells in the mapped netlist, drive strengths merged:
library cell	n
fa	6
and2	10
inv	9
xor3	1
nand2	6
buf	7
ha	4
power groups by stage:
stage,logic [mW],clock network (mW),registers [mW]
after CTS,0.0664,0,0
after global routing,0.0747,0,0
final,0.0642,0,0
logic make-up after synthesis:
family	count (synthesis)	share of synthesized area [%]
adder cells (fa/ha/maj)	10	46.26
buffers and inverters	16	23.47
AND/OR/NAND/NOR	16	23.81
XOR/XNOR	1	6.462
what timing repair did:
item | CTS | global route
setup buffers | 1 | 1
setup endpoints to repair | 5 | 4
gates cloned | 0 | 0
resized | 35 | 6
pin swaps | 9 | 8
layout make-up:
class | instances | area (um2) | area share, %
Inverter | 9 | 33.78 | 5.684
Timing Repair Buffer | 21 | 182.7 | 30.74
Tap cell | 46 | 57.56 | 9.684
Multi-Input combinational cell | 27 | 320.3 | 53.89
worst max-delay path: stages:
cell    delay (ns)
buf_6         0.09
and2_4        0.15
ha_4          0.15
inv_2         0.04
fa_1          0.39
inv_1         0.07
ha_2          0.16
inv_2         0.03
fa_2          0.32
inv_2         0.06
fa_1          0.39
inv_2         0.07
fa_2          0.18
inv_2         0.04
fa_2          0.33
fa_2          0.51
buf_2         0.09
routing by layer:
layer,vias up,wire (um),GRT usage (%)
met1,124,346,3.309
met4,0,0,0
met2,8,369,4.334
li1,147,-,-
met5,-,0,0
met3,0,48,0.6818
worst paths after layout:
path / startpoint / to / slack [ns] / cells after the start
worst max-delay path: A[0] / P[6] / -0.37 / 17
worst min-delay path: A[2] / P[5] / 2.36 / 4
through the flow:
| stage | TNS (ns) | util (%) | total power, mW | instance area [um2] |
|---|---|---|---|---|
| after CTS | -1.058 | 17.03 | 0.06641 | 581.8 |
| after floorplan | -0.3451 | - | 0.04226 | 394.1 |
| final | -0.6501 | 17.40 | 0.06416 | 594.3 |
| after detailed placement | -3.593 | 17.25 | 0.06949 | 589.3 |
| after global routing | -0.9992 | 17.40 | 0.07470 | 594.3 |
| after global placement | -3.585 | 17.25 | 0.06972 | 589.3 |
Power is estimated from default activity; no workload was simulated.
